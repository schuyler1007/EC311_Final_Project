File: config.mk
export PLATFORM = sky130hd
export DESIGN_NAME = draw_character
export DESIGN_NICKNAME = draw_character
export VERILOG_FILES = /design/flow/design.v
export SDC_FILE = /design/flow/constraint.sdc
export NUM_CORES = 4
export LEC_CHECK = 1
export CORE_AREA = 10 10 70 70
export DIE_AREA = 0 0 80 80
File: constraint.sdc
current_design draw_character

set clk_period 2.0
set clk_io_pct 0.2

create_clock -name clk0 -period $clk_period

set non_clock_inputs [all_inputs -no_clocks]
set_input_delay [expr $clk_period * $clk_io_pct] -clock clk0 $non_clock_inputs
set_output_delay [expr $clk_period * $clk_io_pct] -clock clk0 [all_outputs]
File: design.v
`timescale 1ns / 1ps
module draw_character #(parameter xpos = 100) (
	input wire i_en,
	input wire [9:0] x,
	input wire [8:0] y,
	input wire i_ypos,
	output character);
    assign character = ( (i_en == 1) & (x > xpos) & (y > i_ypos) & (x < xpos + 40) & (y < i_ypos + 60) ) ? 1 : 0;
endmodule
File: run.sh
#!/bin/bash
# OpenROAD 26Q1-2900-gdf79404cd8, Yosys 0.63+post, stock flow scripts
make -C /OpenROAD-flow-scripts/flow DESIGN_CONFIG=/design/flow/config.mk WORK_HOME=/design/flow/orfs finish
==> notes.md <==
Notes on the flow outputs.

- The run finished with clean final reports.
- The count of cells along the worst hold path is 5.
- The aggregate global-route resource usage is 2.22%.
- The class of the worst hold path is input port to output port.
- The headroom to the max-slew limit reads approximately 70%.
- The area of all placed cells without fillers is 460 um2.
- The fraction of post-synthesis cell area in the top cell type by area reads between 10% and 20%.
- The kind of end point of the critical path is an output port.
- The mapped cell area reads 121 um2.
- The first global-routing pass estimated 1190 um of wire.
- The share of the core filled by cells before placement is under 10%.
- The worst hold path terminates at character.
- The commonest cells after synthesis are nand2_1, nor2_1, nor4_1.
- The stat command in Yosys gives a chip area of about 120 um2.
- The total power reads 68.8 uW.
- The via count of the first global-routing pass is 239.
- The final tally of setup violations reads 0.
- After synthesis, the cell types taking the most area are a2111oi_2, ha_1, nor4_1.
- The instance tally after logic synthesis is 17.
- The biggest fanout along the worst timing path reads 2.
- The violation count after the first detailed-route iteration is 6.
- Setup repair after global routing left no endpoint under its margin.
- The overall die width reads 80 um.
- The routed wire length is 821 um.
- The routed wirelength normalized by instance count is 9.55 um.
- The placement-stage cell area reads about 410 um2.
- The number of buffers inserted by hold repair at cts is 0.
- The category of the most critical setup path is input port to output port.
- The post-route netlist has 32.5% of its cells at a drive strength greater than 1.
- The via total after detailed routing is between 200 and 250.
- The placement row count reads 21.
- The tool warning count is 32.
- The final critical path takes up 98.2% of the cycle.
- The transition time recorded at the tightest slew-check pin is between 0.4 and 0.5 ns.
- The final total negative setup slack is 0 ns.
- Total power normalized to cell area comes to 149 nW/um2.
- The average vias per placed instance is ~2.7.
- The number of standard cells reported by yosys reads 17.
- The standby leakage power reads 0.170 nW.
- Counting the warning lines in the Yosys log gives 0.
- The number of optimization iterations in the first detailed-route pass is 2.
- The pin count of the biggest net entering global routing is 4.
- The final worst hold slack is 1.35 ns.
- The number of distinct library cell variants in the gate-level netlist after synthesis is 14.
- The full die area reads 6400 um2.
- From bottom edge to top edge, the die measures 80 um.
- The layout has 0 clock buffers.
- Data on the critical path arrives at its endpoint at 1.56 ns.
- The setup slack of the critical path after layout is about 0.035 ns.
- The sequential area share after synthesis is 0%.
- The number of top-level design ports is 22.
- The most common cell after layout, fill and taps aside reads dlygate4sd2_1.
- The number of port buffers reads 22.
- The number of antenna violations at the first check in global routing was 0.
- TritonRoute reported its final design rule violation total as 0.
- The max-cap violation count is 0.
- The global route stage reports its total congestion overflow as 0.
- The data required time at the worst endpoint is about 1.6 ns.
- The start point of the worst min-delay path reads x[9].
- In this run the mean area of a mapped cell was around 7.1 um2.
- The setup slack at placement is -0.569 ns.
- The signed area change from the synthesized netlist to the final layout is 279%.
- The library cells used most frequently in the layout, excluding fill and tap cells, are dlygate4sd2_1, clkdlybuf4s50_1, nand2_1.
- The clock period minus final worst setup slack is just under 2 ns.
- The worst-case IR drop observed on VDD is 0.0000224 V.
- The flip-flop and latch area reads 0 um2.
- The area of the core reads 3420 um2.
- The multi-input logic area is 188 um2.
- The number of hold-slack violations in the final timing report reads 0.
- The kind of start point of the critical path is an input port.
- The final antenna-violating net count is 0.
- There are 0 flip-flops and latches.
- Once the clock tree was built, the setup fixing pass inserted 0 buffers.
- The post-synthesis cell type with the largest combined area reads a2111oi_2.
- The global placement routability congestion is 0.847.
- The highest clock rate this design can be run at is slightly above 0.5 GHz.
- The number of fillers in the final layout reads 386.
- The antenna cell count reads 0.
- Counting pins that exceed their max-slew limit in the final report gives 0.
[kinds of logic (layout without fill, tap and decap cells)]
kind of cell             Yosys count  count (layout)  synth area share, %
AND/OR/NAND/NOR                   11              11                 54.6
AND-OR/OR-AND                      4               4                 32.0
adder cells (fa/ha/maj)            1               1                 10.3
buffers and inverters              1              24                 3.09
[metrics by stage]
stage / instances / utilization [%]
4_1_cts: 86 / 12.9
3_5_place_dp: 86 / 11.9
3_3_place_gp: 86 / 11.9
5_1_grt: 86 / 13.5
6_report: 86 / 13.5
2_1_floorplan: 17 / -
[report_power, final]
group          total [mW]  internal (mW)  switching [mW]  leakage, nW
clock network           0              0               0            0
logic              0.0688         0.0441          0.0247        0.170
registers               0              0               0            0
total              0.0688         0.0441          0.0247        0.170
[worst max-delay path, stage by stage]
cell,delay [ns]
clkdlybuf4s50_1,0.43
and4_4,0.18
a32o_2,0.23
a2111oi_4,0.17
buf_2,0.15
[final cells by class]
class / count / area share [%]
timing repair buffer: 23 / 45.9
inverter: 1 / 0.815
tap: 46 / 12.5
multi-input combinational: 16 / 40.8
[per-layer routing]
metal	vias up	track usage [%]	share of wire [%]
li1	118	-	-
met1	106	2.90	44
met2	12	3.53	46
met3	0	0.909	10
met4	0	0	0
met5	-	0	0
[repair_timing]
action	4_1_cts	5_1_grt
resized	26	3
gates cloned	0	0
setup endpoints to repair	1	1
pin swaps	5	1
[worst max-delay path by stage]
stage     startpoint         to  slack (ns)  cells after the start
4_1_cts         y[3]  character       0.004                      5
5_1_grt         x[9]  character       0.002                      5
6_report        y[4]  character        0.04                      5
Power and IR drop assume default switching activity.
