<file path="/design/flow/config.mk">
export PLATFORM = sky130hd
export DESIGN_NAME = randbit
export DESIGN_NICKNAME = randbit
export VERILOG_FILES = /design/flow/design.v
export SDC_FILE = /design/flow/constraint.sdc
export NUM_CORES = 4
export LEC_CHECK = 1
export CORE_AREA = 10 10 70 70
export DIE_AREA = 0 0 80 80
</file>
<file path="/design/flow/run.sh">
#!/bin/bash
# OpenROAD 26Q1-2900-gdf79404cd8, Yosys 0.63+post, stock flow scripts
make -C /OpenROAD-flow-scripts/flow DESIGN_CONFIG=/design/flow/config.mk WORK_HOME=/design/flow/orfs finish
</file>
<file path="/design/flow/design.v">
`timescale 1ns / 1ps
module randbit 
    # (parameter Seed = 8'b0) (
    input clk_i,
    input rst_i,
    output reg rand_o
    );
    reg [7:0] next_lfsr = 8'b0;
    always @(posedge clk_i or negedge rst_i) begin
        if (rst_i == 0) begin
            next_lfsr <= Seed;
        end else begin
            next_lfsr <= {next_lfsr[6:0], rand_o};
            rand_o = next_lfsr[7] ^~ next_lfsr[5] ^~ next_lfsr[4] ^~ next_lfsr[3];
        end
    end
endmodule
</file>
<file path="/design/flow/constraint.sdc">
current_design randbit

set clk_period 1.1
set clk_io_pct 0.2

create_clock -name clk0 -period $clk_period [get_ports {clk_i}]

set non_clock_inputs [all_inputs -no_clocks]
set_input_delay [expr $clk_period * $clk_io_pct] -clock clk0 $non_clock_inputs
set_output_delay [expr $clk_period * $clk_io_pct] -clock clk0 [all_outputs]
</file>
==> reports/results.tsv <==
metric	value	unit
setup_viol	0	
xor_share	10.24	%
clk_latency	260	ps
die_area	6400	µm²
max-clock-path-buffers	2	
netlist_instances	12	
hold_viol_final	0	
swShare	25.12	%
hold_path_class	in2async	
drc_errors	0	
syn-cell-area	256.5	µm²
antenna_left	0	
fmax	1.025	GHz
cts_root_buf	clkbuf_4	
via_per_inst	1.738	
wl_met1	235	µm
rr_endpoint	rand_o$_DFFE_PP_	
ys_top_logic_family	XOR/XNOR gates	
synth_area_leader_cell	dfrtp_1	
first_iter_violations	0	
ys_cells	12	
grt_pass1_vias	138	
comb_power_share	18.3	%
met2_length	95	µm
antenna_found_initial	0	
drive_gt1_share	26.32	%
cp_num_buf_inv	0	
ctsHoldBuffers	0	
fin_worst_skew	2.705	ps
cp_top_family	flip-flops	
fin_crit	975.7	ps
status	finished clean	
synthDistinctLibCells	3	
ios	3	
first_pass_iters	1	
critPathMaxFanout	2	
cpMostUsedCell	xnor2_1	
gp_congestion	0.6601	
top_layer	met3	
arrival	970	ps
overflow	0	
final_cell_area	362.8	µm²
ff2ff_path_depth	2	
die_w	80	µm
initCoreUtil	7.509	%
rows	21	
htree_levels	1	
peakVddDrop	1.430	mV
cp_slowest_stage_delay	390	ps
mux_share	0	%
warnings	25	
avgSynthCellArea	21.37	µm²
tritoncts	done	
core_area	3416	µm²
finalCritPeriodShare	88.70	%
cts_sinks	9	
worstMarginPinSlew	213.8	ps
p_per_area	2870	nW/µm²
routed_wl	373	µm
netlist.area_leader.share	78.05	%
switchingPower	0.2616	mW
synthTopCellsByArea	dfrtp_1, edfxtp_1, xnor2_1	
ys_sh_aoi	0	%
ff2ff_setup_slack	120	ps
ys_sh_simple	0	%
post_cts.repair.setup_buffers	0	
postPlaceCellArea	341.6	µm²
leakage	0.1371	nW
end_kind	register	
seq_power_share	58.2	%
crit_path_top_delay_cell	dfrtp_1	
maxSlewViolCount	0	
critPathKind	reg2reg	
relSlewSlack	85.65	%
grt_max_degree	9	
areaGrowthSynthToFinish	41.46	%
critPathLaunchType	register	
track_usage	1.470	%
setup_tns	0	ps
wire_per_inst	5.738	µm
pwr-share-clk	23.5	%
ys_area	256.5	µm²
grt_first_pass_wirelength	676	µm
adder_share	0	%
synth_seq_share	89.76	%
insertedDiodeCount	0	
fp.dieH	80	µm
clk_pin_slew	60	ps
yosys_warnings	1	
routed-via-count	113	
fillerInstances	395	
intPower	0.7799	mW
synth_flops	9	
rsz0062_at_grt	false	
power	1.042	mW
drv_cap	0	
path_cells	xnor2_1 > xnor2_1	
io_buffers	2	
required	1100	ps
numCtsBuffers	3	
dr_wl_met3	42	µm
reg2reg_from	next_lfsr[4]$_DFF_PN0_	
## cell usage after synthesis
cell type / count
dfrtp_1: 8
edfxtp_1: 1
xnor2_1: 3
## worst reg2reg max path: stages, from the launching register on
cell     delay [ps]
dfrtp_1         390
xnor2_1         210
xnor2_1         120
## state kept, by name, indices dropped and copies added (netlist names)
signal	cells
next_lfsr	8
rand_o	1
## worst max path at each step
stage                 slack, ps                to                   start  depth (start not counted)
after CTS                    30            rand_o        rand_o$_DFFE_PP_                          1
after global routing         70  rand_o$_DFFE_PP_  next_lfsr[4]$_DFF_PN0_                          2
final                       120  rand_o$_DFFE_PP_  next_lfsr[4]$_DFF_PN0_                          2
## metrics by stage
step	worst slack [ps]	instances	hold WS (ps)	utilization (%)
floorplan	233.8	12	-75.59	-
global route	65.82	65	355.5	10.62
global placement	29.07	61	331.8	10.00
finish	124.3	65	349.5	10.62
detailed placement	51.12	61	341.1	10.00
CTS	27.80	65	345.9	10.77
## cell usage in the layout (no fill, tap or decap)
master / n
clkbuf_2: 1
buf_4: 1
clkbuf_1: 1
clkdlybuf4s50_1: 1
edfxtp_1: 1
xnor2_1: 3
clkbuf_4: 3
dfrtp_1: 8
## power by group through the flow
stage / Clock [mW] / Sequential (mW) / Combinational, mW
after CTS: 0.258 / 0.609 / 0.199
after global routing: 0.284 / 0.631 / 0.208
final: 0.245 / 0.606 / 0.191
## kinds of logic (layout without fill, tap and decap cells)
| family | count (synthesis) | after routing |
|---|---|---|
| flops | 9 | 9 |
| xor+xnor | 3 | 3 |
| buf+inv | 0 | 7 |
## layer usage
| layer | GRT usage (%) | vias up |
|---|---|---|
| li1 | - | 52 |
| met1 | 2.240 | 54 |
| met2 | 1.284 | 7 |
| met3 | 1.364 | 0 |
| met4 | 0.3521 | 0 |
| met5 | 0 | - |
## layout make-up
class,instances,area [µm²],area share (%)
flip-flops and latches,9,230.2,63.45
multi-input cells,3,26.28,7.241
clock buffers,4,26.28,7.241
repair buffers,3,22.52,6.207
well taps,46,57.56,15.86
## what timing repair did
action | in CTS | in global routing
pin swaps | 0 | 0
gates resized | 2 | 1
setup endpoints to repair | 1 | 1
Power and IR drop assume default switching activity.
